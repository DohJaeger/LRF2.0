==> ./design.v <==
`timescale 1ns/10ps
module FUSION #(
    parameter PIXELS_PER_BEAT = 16,
    parameter IMAGE_DIM = 512,
    parameter DATA_WIDTH = 8*PIXELS_PER_BEAT
)(
    input clk,
    input stall,
    input [DATA_WIDTH-1:0] old_frame,
    input [DATA_WIDTH-1:0] new_frame,
    input [DATA_WIDTH-1:0] del_gauss,
    output reg [DATA_WIDTH-1:0] fused_frame
);
wire [8*PIXELS_PER_BEAT-1:0] dbar;
reg [16*PIXELS_PER_BEAT-1:0] x_dbar, y_d;
genvar j;
generate
for(j=0; j<PIXELS_PER_BEAT; j=j+1) begin
    assign dbar[j*8+:8] = ~del_gauss[j*8+:8];
    always@(posedge clk) begin
        if(~stall) begin
            x_dbar[j*16+:16] <= old_frame[j*8+:8] * dbar[j*8+:8];
            y_d[j*16+:16] <= new_frame[j*8+:8] * del_gauss[j*8+:8];
        end
    end
end
endgenerate
generate
for(j=0; j<PIXELS_PER_BEAT; j=j+1) begin
    always@(posedge clk) begin
        if(~stall) begin
            fused_frame[j*8+:8] <= (x_dbar[j*16+:16] + y_d[j*16+:16])>>8;
        end
    end
end
endgenerate
endmodule
==> ./run.sh <==
#!/bin/bash
# OpenROAD 26Q1-2900-gdf79404cd8, Yosys 0.63+post, stock flow scripts
make -C /OpenROAD-flow-scripts/flow DESIGN_CONFIG=/design/flow/config.mk WORK_HOME=/design/flow/orfs finish
==> ./config.mk <==
export PLATFORM = sky130hd
export DESIGN_NAME = FUSION
export DESIGN_NICKNAME = FUSION
export VERILOG_FILES = /design/flow/design.v
export SDC_FILE = /design/flow/constraint.sdc
export NUM_CORES = 4
export LEC_CHECK = 1
export CORE_UTILIZATION = 40
==> ./constraint.sdc <==
current_design FUSION

set clk_period 10.3
set clk_io_pct 0.2

create_clock -name clk0 -period $clk_period [get_ports {clk}]

set non_clock_inputs [all_inputs -no_clocks]
set_input_delay [expr $clk_period * $clk_io_pct] -clock clk0 $non_clock_inputs
set_output_delay [expr $clk_period * $clk_io_pct] -clock clk0 [all_outputs]
==> summary.rpt <==
PHYSICAL IMPLEMENTATION REPORT
----------------------------------------------------
[Outcome]
  Outcome ........................ finished clean

[Synth]
  Async SR Flop Fraction ........................ 0
  Share of synthesized area occupied by flip-flops and latches ........................ 0.202
  Chip area in the Yosys report ........................ 95,200 µm²
  Post-synth EDFFs ........................ 640
  Synthesized instance count ........................ 9,726
  Dominant Register Cell ........................ edfxtp_1
  Synthesized area ........................ roughly 95,000 µm²
  # Cells Yosys ........................ 9,726
  Mapped Avg Cell Area ........................ ~10 µm²
  Number of register bits inferred by synthesis ........................ 640
  Cell variety after synth ........................ slightly above 70
  Number of synthesis warnings ........................ 1

[STA]
  Setup-violating endpoint count in the final report ........................ 0
  Transition time at the pin with the least slew margin ........................ 0.798 ns
  Final Hold Fails ........................ 0
  Post-layout minimum cycle time ........................ 6.46 ns
  RSZ-0062 raised after global routing ........................ false
  Clk_skew ........................ 0.0300 ns
  Final-report max-slew violation count ........................ 0
  Worst slew margin relative to its limit ........................ 0.467
  Final period util ........................ 0.627
  Maximum clock frequency ........................ 155 MHz
  Min Hold Slack ........................ between 0.6 and 0.7 ns

[Global route]
  GRT Total Usage ........................ 0.187
  Number of global-route vias before repair ........................ 66,113
  Global-route wire length before repair ........................ 340,000 µm
  GRT Residual Overflow ........................ 0
  Largest net degree at the start of global routing ........................ 119
  Initial antenna violation count ........................ around 56

[Finish]
  Layout cells sized above 1 ........................ 0.0210
  Commonest cells after routing, fill and taps aside ........................ inv_1 (1,821), ha_1 (1,376), fa_1 (1,152)
  Post-route standard cell area excluding fillers ........................ 107,000 µm²
  Leading cell type in the layout, fill and taps excluded ........................ inv_1
  Area added between synthesis and finish ........................ 12.2%
  Final Non-Filler Cells ........................ 13,404
  Final core utilization ........................ 0.453

[Critical path]
  Data required time of the critical path ........................ ~11 ns
  Data arrival time of the critical path ........................ 6.89 ns
  Crit path max fanout ........................ 16
  Path length in cells of the critical path ........................ 14
  Cell mode on critical path ........................ fa_1
  CP Launch Type ........................ input port
  Element type at the critical path end ........................ flip-flop
  Setup CP Type ........................ in -> reg
  Largest stage delay, worst path ........................ 0.82 ns
  Critical path's top delay family ........................ adder cells
  Worst path buffer plus inverter count ........................ 4
  Critical path's slowest cell ........................ clkdlybuf4s50_1
  Critical path cell sequence ........................ clkdlybuf4s50_1, nand2b_1, fa_1, fa_1, inv_1, fa_1, inv_1, fa_1, inv_1, ha_1, a21boi_0, o221ai_1, o41ai_1, xor2_1
  FF-to-FF path depth ........................ 8

[Placement]
  Gp weighted congestion ........................ 0.926
  Placed cell areas ........................ 104,000 µm²
  Dpl cells ........................ 13,220
  Total half-perimeter wirelength after legalization and detailed placement ........................ about 170,000 µm
  Quantity of I/O buffers inserted on ports ........................ 513

[Drt]
  1st-pass router iterations ........................ 6
  Via density per instance ........................ 4.93
  Via count ........................ around 66,000
  Drt initial violations ........................ 2,846
  Antenna Violating Nets Remaining ........................ 0
  DR DRC count ........................ 0
  Wirelength, routed ........................ 209,000 µm
  Detail-routed net length per standard cell ........................ 15.6 µm

[Power and ir drop]
  Fraction of power spent switching nets ........................ 0.424
  Final total power ........................ 22.9 mW
  Gate power share ........................ 0.630
  Worst-case vdd ir drop ........................ approximately 0.15 mV
  Leak pwr ........................ 50.3 nW
  Clock power share ........................ 0.138
  Net switching power ........................ 9.69 mW
  Sequential cell fraction of total power ........................ 0.232
  PwrDens ........................ 214 nW/µm²
  Int Power ........................ 13.2 mW

[CTS]
  Post-cts hold buffer count ........................ 0
  Clock transition at the registers of the reported paths ........................ 0.06 ns
  Clk buf depth ........................ 3
  Quantity of gates resized following cts ........................ 0
  H-tree depth ........................ 3
  TritonCTS sink count ........................ 640
  CTS root buf ........................ clkbuf_16
  Worst skew pair latency ........................ 0.71 ns
  Post-CTS Setup Repair Bufs ........................ 0
  Inserted Clock Buffers ........................ 87
  TritonCTS clock tree ........................ built

[Floorplanning]
  Starting Density ........................ 0.404
  Boundary pin count ........................ 514
  Die Area ........................ 240,000 µm²
  Die span in x ........................ 490 µm
  Std-Cell Rows ........................ 178
  Core area ........................ 236,000 µm²
  Die boundary height ........................ 490 µm

[Flow run]
  Number of logged tool warnings ........................ 33
  Max-capacitance violation count ........................ 0

[Worst hold path]
  Hold-critical path depth ........................ 2
  Worst min-delay path category ........................ reg -> reg

----------------------------------------------------
state kept, by name, indices dropped and copies added (netlist names):
signal and flops:
fused_frame 128, x_dbar 256, y_d 256
worst register-to-register path, delay by kind of cell, from the launching register on:
family / cells / cell delay, ns
DFF: 1 / 0.37
AOI/OAI and AO/OA: 6 / 1.48
xor gates and xnor gates: 1 / 0.47
adders and majority gates: 1 / 0.30
area by class of cell:
class | instances | area [µm²]
inverter | 1822 | 6840
timing repair buffer | 538 | 5350
clock buffer | 103 | 2320
fill | 21527 | 129000
multi-input combinational | 7070 | 68400
sequential | 640 | 19200
antenna | 24 | 60.1
tap | 3150 | 3940
clock inverter | 57 | 626
metal layers:
layer / share of wire / wire length [µm] / global-route usage
met1: 0.44 / 91400 / 0.269
met2: 0.46 / 95100 / 0.283
met3: 0.081 / 17000 / 0.0650
met4: 0.023 / 4780 / 0.0393
met5: 0.0012 / 256 / 0.00282
metrics by stage:
step                      setup TNS [ns]  setup slack [ns]
after floorplan                 -1055.74             -1.65
after global placement                 0              3.18
after detailed placement               0              3.21
after CTS                              0              3.98
after global routing                   0              3.60
final                                  0              3.84
synth_stat cells (58+ instances only):
cell         n  area [µm²]
a21oi_1    301        1510
nor2_1     261         980
edfxtp_1   640       19200
xnor2_1    305        2670
nand2_1    430        1610
xor2_1      86         753
fa_1      1152       23100
o21ai_0    206        1030
and2_1     825        5160
nand2b_1   259        1620
a21o_1     150        1130
nand4_1     74         463
nor2b_1    900        5630
clkbuf_1   186         698
nor3_1      74         370
inv_1     1822        6840
ha_1      1376       17200
a21boi_0    58         435
path summary, 6_finish.rpt:
check	start	to	slack, ns
worst max-delay path	del_gauss[66]	x_dbar[142]	3.84
worst min register to register	x_dbar[159]	fused_frame[79]	0.64
worst min-delay path	x_dbar[159]	fused_frame[79]	0.64
worst max register to register	x_dbar[161]	fused_frame[83]	7.39
power by group through the flow:
stage	registers [mW]	clock network, mW	logic [mW]
CTS	5.35	3.29	14.7
global route	5.43	3.37	16.5
finish	5.31	3.15	14.4
logic make-up after synthesis:
kind of cell | share of synthesized area
mux | 0.000986
flops | 0.202
buf+inv | 0.0795
compound gates | 0.0749
fa+ha+maj | 0.423
xor+xnor | 0.0360
simple gates | 0.183
Power is estimated from default activity; no workload was simulated.
